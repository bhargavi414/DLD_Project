## /design/flow/run.sh

```bash
#!/bin/bash
# OpenROAD 26Q1-2900-gdf79404cd8, Yosys 0.63+post, stock flow scripts
make -C /OpenROAD-flow-scripts/flow DESIGN_CONFIG=/design/flow/config.mk WORK_HOME=/design/flow/orfs finish
```

## /design/flow/constraint.sdc

```tcl
current_design conv3x3

set clk_period 80.7
set clk_io_pct 0.2

create_clock -name clk0 -period $clk_period [get_ports {clk}]

set non_clock_inputs [all_inputs -no_clocks]
set_input_delay [expr $clk_period * $clk_io_pct] -clock clk0 $non_clock_inputs
set_output_delay [expr $clk_period * $clk_io_pct] -clock clk0 [all_outputs]
```

## /design/flow/config.mk

```make
export PLATFORM = sky130hd
export DESIGN_NAME = conv3x3
export DESIGN_NICKNAME = conv3x3
export VERILOG_FILES = /design/flow/design.v
export SDC_FILE = /design/flow/constraint.sdc
export NUM_CORES = 4
export LEC_CHECK = 1
export CORE_AREA = 10 10 1139 1139
export DIE_AREA = 0 0 1149 1149
```

## /design/flow/design.v

```verilog
`timescale 1ns / 1ps
module conv3x3 #(
    parameter total_bits = 16, 
    parameter frac_bits  = 8,
    parameter max_rows   = 8,
    parameter max_cols   = 8
)(
    input clk,
    input rst,
    input  [3:0] rows, 
    input  [3:0] cols,
    input  [max_rows*max_cols*total_bits-1 : 0] matrix_data,  
    input  signed [total_bits-1:0] K00, K01, K02,  
    input  signed [total_bits-1:0] K10, K11, K12,
    input  signed [total_bits-1:0] K20, K21, K22,
    output reg [(max_rows-2)*(max_cols-2)*total_bits-1 : 0] filtered_matrix,
    output reg done
);
    integer r, c;    
    reg [3:0] row_cnt, col_cnt;  
    reg signed [total_bits-1:0] I00, I01, I02;
    reg signed [total_bits-1:0] I10, I11, I12;
    reg signed [total_bits-1:0] I20, I21, I22;
    wire signed [total_bits-1:0] Y;
    mac_3x3 #(
        .total_bits(total_bits),
        .frac_bits(frac_bits)
    ) mac_unit (
        .I00(I00), .I01(I01), .I02(I02),
        .I10(I10), .I11(I11), .I12(I12),
        .I20(I20), .I21(I21), .I22(I22),
        .K00(K00), .K01(K01), .K02(K02),
        .K10(K10), .K11(K11), .K12(K12),
        .K20(K20), .K21(K21), .K22(K22),
        .Y(Y)
    );
    function signed [total_bits-1:0] pixel;
        input integer row;
        input integer col;
        integer index;
        begin 
            index = (row*max_cols + col) * total_bits;   
            pixel = matrix_data[index +: total_bits];
        end
    endfunction
    localparam IDLE = 2'b00;
    localparam LOAD = 2'b01;
    localparam COMPUTE = 2'b10;
    localparam STORE = 2'b11;
    reg [1:0] state;
    always @(posedge clk or posedge rst) begin
        if (rst) begin   
            row_cnt <= 0;
            col_cnt <= 0;
            filtered_matrix <= 0;
            done <= 0;
            state <= IDLE;
        end else begin
            case (state)
                IDLE: begin
                    if (!done)
                        state <= LOAD;  
                end
                LOAD: begin
                    I00 <= pixel(row_cnt,col_cnt);
                    I01 <= pixel(row_cnt,col_cnt + 1);
                    I02 <= pixel(row_cnt,col_cnt + 2);
                    I10 <= pixel(row_cnt+1,col_cnt);
                    I11 <= pixel(row_cnt+1,col_cnt + 1);
                    I12 <= pixel(row_cnt+1,col_cnt + 2);
                    I20 <= pixel(row_cnt+2,col_cnt);
                    I21 <= pixel(row_cnt+2,col_cnt + 1);
                    I22 <= pixel(row_cnt+2,col_cnt + 2);
                    state <= COMPUTE;  
                end
                COMPUTE: begin
                    state <= STORE;  
                end
                STORE: begin
                    filtered_matrix[(((row_cnt*(cols-2)) + col_cnt)*total_bits) +: total_bits] <= Y;
                    if (col_cnt < cols - 3) begin
                        col_cnt <= col_cnt + 1;
                        state <= LOAD;
                    end else if (row_cnt < rows - 3) begin
                        col_cnt <= 0;
                        row_cnt <= row_cnt + 1;
                        state <= LOAD;
                    end else begin
                        done <= 1;   
                        state <= IDLE;  
                    end
                end
            endcase
        end
    end
endmodule
module fxp_add #(parameter total_bits = 16)
(   input  signed  [total_bits-1:0] a,  
    input  signed  [total_bits-1:0] b,   
    output signed  [total_bits-1:0] y    
);
    assign y = a + b;  
endmodule
module fxp_mult #(
parameter int_bits =8, 
parameter frac_bits =8, 
parameter total_bits = int_bits+frac_bits 
)
(
input signed [total_bits-1:0] a,  
input signed [total_bits-1:0] b,  
output signed [total_bits-1:0] result  
);
wire signed [2*total_bits-1:0] mult_full;
assign mult_full = a*b;
assign result = mult_full[total_bits+frac_bits-1 : frac_bits];
endmodule
module mac_3x3#(
    parameter int_bits = 8,  
    parameter frac_bits = 8,    
    parameter total_bits=16   
 )
(
    input  signed [total_bits-1:0] I00, I01, I02,
    input  signed [total_bits-1:0] I10, I11, I12,
    input  signed [total_bits-1:0] I20, I21, I22,
    input  signed [total_bits-1:0] K00, K01, K02,
    input  signed [total_bits-1:0] K10, K11, K12,
    input  signed [total_bits-1:0] K20, K21, K22,
    output signed [total_bits-1:0] Y
);
    wire signed [total_bits-1:0] m00,m01,m02,m10,m11,m12,m20,m21,m22;  
    wire signed [total_bits-1:0] s1,s2,s3,s4,s5,s6,s7,s8;  
    fxp_mult #(int_bits, frac_bits) M00(I00,K00,m00);        
    fxp_mult #(int_bits, frac_bits) M01(I01,K01,m01);
    fxp_mult #(int_bits, frac_bits) M02(I02,K02,m02);
    fxp_mult #(int_bits, frac_bits) M10(I10,K10,m10);
    fxp_mult #(int_bits, frac_bits) M11(I11,K11,m11);
    fxp_mult #(int_bits, frac_bits) M12(I12,K12,m12);
    fxp_mult #(int_bits, frac_bits) M20(I20,K20,m20);
    fxp_mult #(int_bits, frac_bits) M21(I21,K21,m21);
    fxp_mult #(int_bits, frac_bits) M22(I22,K22,m22);
    fxp_add #(total_bits) A1(m00, m01, s1);
    fxp_add #(total_bits) A2(s1, m02, s2);
    fxp_add #(total_bits) A3(s2, m10, s3);
    fxp_add #(total_bits) A4(s3, m11, s4);
    fxp_add #(total_bits) A5(s4, m12, s5);
    fxp_add #(total_bits) A6(s5, m20, s6);
    fxp_add #(total_bits) A7(s6, m21, s7);
    fxp_add #(total_bits) A8(s7, m22, Y);  
endmodule
```

==> results.cfg <==
; flow metrics
[final_timing]
finalCritPeriodShare_pct = 34.4
hold_ws_ps = 412
fmax_mhz = 36.0
setup_slack_ps = 52930
setup_viol = 0
maxSlewHeadroom_pct = 14.7
worst_pin_slew_ps = 1270
drv_slew = 0
fin_skew_ps = 256
post-route-min-period_ps = 27770
finalHoldViolations = 0
rsz0062_at_grt = no
tns_ps = 0

[floorplan]
fp_util_pct = 9.89
dieArea_um2 = 1320000
core_area_um2 = 1270000
rows = 414
ios = 1755
die_x_um = 1150
fp.dieH_um = 1150

[route]
dr_total_vias = 102069
drtIter0Drc = 5632
wl_per_cell_um = 27.7
routed_via_density = 3.21
drt-total-wl_um = 881000
drc = 0
first_pass_iters = 6
drtAntennaViolNets = 0

[worst_setup_path]
path_delay_family = adder cells
critPathLaunch = K22[4]
path_max_fanout = 18
worstPathArrival_ps = 28460
critPathKind = in2reg
r2r-start = I00[5]$_DFFE_PP_
regToRegEndpoint = filtered_matrix[159]$_DFFE_PP0N_
worstPathRequired_ps = 81390
slowest_delay_ps = 790
endpoint_kind = register
reg2regPathDepth = 40
crit_path_top_delay_cell = clkdlybuf4s50_1
startpoint_type = input port
cpMostUsedCell = fa_1
ff2ff_setup_slack_ps = 68230
path_buffers = 8

[flow_run]
warning_count = 59
max_cap_violations = 0

[yosys]
postSynthCellCount = 12887
avgSynthCellArea_um2 = 9.76
synth-edff-count = 144
yosysTopAreaCell = fa_1
synth_top_cell_by_count = inv_1
synth_warnings = 1
yosysTopAreaCellShare_pct = 28.6
ys.flop_type = dfrtp_1
async_flop_share_pct = 80.4
synthTopCellsByArea = fa_1, mux4_2, dfrtp_1
postSynthSeqShare_pct = 15.2
synth_flops = 733
netlist_area_um2 = 126000
yosysUniqueCellTypes = 89
ys_chip_area_um2 = 126000
yosysCellCount = 12887
common_cells = inv_1, nand2_1, fa_1, and2_1, ha_1

[placed_design]
gp_congestion = 1.01
portBuffers = 1754
place_worst_setup_slack_ps = 51910
dpl.hpwl_um = 793000

[clock_network]
tritoncts = done
cts.sinks = 733
cts_resized = 0
cts_buffers = 89
clk_pin_slew_ps = 60
insertion_delay_ps = 920
cts.root.buffer_cell = clkbuf_16
cts_buffer_depth = 4
ctsHoldBuffers = 0
cts_max_level = 3
cts_setup_buffers = 0

[global_route]
grt_pass1_vias = 105465
grt_use_total_pct = 13.4
antenna_found_initial = 476
overflow = 0
grt_max_degree = 129
grt_pass1_wl_um = 1120000

[final_layout]
comb_area_um2 = 96200
regArea_um2 = 19100
area_growth_pct = 35.0
n_fill_cell = 144449
drive_gt1_share_pct = 12.6

[hold_path]
whs_endpoint = state[3]$_DFF_PP0_
hold_path_depth = 0
hold_path.class = reg2reg
hold_start = state[1]$_DFF_PP0_

[status]
outcome = finished clean
==> worst max-delay path by stage <==
stage / to / slack [ps] / cells after the start
4_1_cts: filtered_matrix[159]$_DFFE_PP0N_ / 52870 / 41
5_1_grt: filtered_matrix[159]$_DFFE_PP0N_ / 52300 / 41
6_report: filtered_matrix[159]$_DFFE_PP0N_ / 52930 / 39
==> metrics by stage <==
stage	instances	utilization, %	instance area, um2
6_report	31767	13.3	170000
5_1_grt	31572	13.3	169000
4_1_cts	31299	13.3	169000
3_5_place_dp	31145	13.0	166000
3_3_place_gp	31145	13.0	166000
2_1_floorplan	12887	-	126000
==> worst reg2reg max path, delay by kind of cell, from the launching register on <==
kind	cells	cell delay, ps
and+or+nand+nor	3	900
DFF	1	860
adders and majority gates	12	5030
buffers and inverters	7	910
xor gates and xnor gates	4	1360
AOI/OAI and AO/OA	14	3170
==> cell usage in the layout (no fill, tap or decap), types with 48 or more instances in the layout <==
cell type        instances
nor3_1                  50
and2_1                 922
edfxtp_1               144
a21oi_1                146
mux4_2                 664
o21ai_0                598
mux2i_1                373
nand2b_1                82
mux2_2                 412
xnor2_1                259
clkbuf_16               91
fa_1                  1791
nand2_1               2130
ha_1                   692
nor2_1                 332
diode_2                468
inv_1                 2251
nand3_1                 48
dfrtp_1                584
xor2_1                 100
clkdlybuf4s50_1       1754
buf_4                  402
==> registers in the layout, summed over array words and instances, names as in the netlist <==
signal and flops:
I10 16, state 4, I22 16, filtered_matrix 576, I00 16, I21 16, row_cnt 4, col_cnt 4
done 1, I01 16, I20 16, I02 16, I11 16, I12 16
==> cell families (layout without fill, tap and decap cells) <==
kind of cell	Yosys count	after routing	synth area share (%)
AND/OR/NAND/NOR	3742	3742	13.7
flip-flops	733	733	15.2
buffers and inverters	3008	4572	9.03
XOR/XNOR	387	387	2.75
AND-OR/OR-AND	1011	1011	4.76
other	0	468	0
adder cells (fa/ha/maj)	2498	2498	35.6
multiplexers	1508	1508	19.0
==> layout make-up <==
class	instances	share of cell area, %
clock inverters	34	0.260
clock buffers	120	1.51
repair buffers	2163	12.2
flip-flops and latches	733	11.2
well taps	16848	12.4
diodes	468	0.690
inverters	2255	5.00
multi-input cells	9146	56.7
==> per-layer routing <==
layer,share of wire (%),up-vias,global-route usage [%]
li1,-,44712,-
met1,34,51502,13.8
met2,43,4266,19.7
met3,15,1381,9.27
met4,7.9,208,8.48
met5,0.26,-,0.538
